==> design.v <==
`timescale 1ns / 1ps
module adder (           
        input [ 13 : 0 ] a_bi, 
        input [ 13 : 0 ] b_bi,         
        output [ 13 : 0 ] y_bo
    );
    assign y_bo = a_bi + b_bi; 
endmodule
`timescale 1ns / 1ps
module cbrt (        
        input clk_i,
        input rst_i,        
        input [ 7 : 0 ] a_bi,       
        input start_i,
        output [ 1 : 0 ] busy_o,   
        output reg [ 3 : 0 ] y_bo
    );
    localparam IDLE = 4'h0;
    localparam WORK_START_STEP = 4'h1;    
    localparam WORK_CALC_B_1 = 4'h2;  
    localparam WORK_CALC_B_2 = 4'h3;  
    localparam WORK_CALC_B_3 = 4'h4;  
    localparam WORK_CALC_B_4 = 4'h5;
    localparam WORK_CALC_B_5 = 4'h6;   
    localparam WORK_CHECK = 4'h7;  
    localparam WORK_SUB_RES = 4'h8; 
    reg signed [4:0] s;
    wire end_step;
    reg [7:0] x;
    reg [13:0] b, y, tmp1, tmp2;
    reg [3:0] state;
    reg   [7:0] mult1_a;
    reg   [7:0] mult1_b;
    wire [15:0] mult1_y;
    reg  mult1_start;
    wire  mult1_busy;
    mult mult1( .clk_i(clk_i), .rst_i(rst_i), .a_bi(mult1_a), .b_bi(mult1_b), .start_i(mult1_start), .busy_o(mult1_busy), .y_bo(mult1_y));
    reg [13:0] sum_a;
    reg [13:0] sum_b;
    wire [13:0] sum_y;
    adder adder1(.a_bi(sum_a), .b_bi(sum_b), .y_bo(sum_y));
    reg [13:0] sub_a;
    reg [13:0] sub_b;
    wire [13:0] sub_y;
    sub sub1(.a_bi(sub_a), .b_bi(sub_b), .y_bo(sub_y));
    assign end_step = (s == 'b11101);  
    assign busy_o = (state != IDLE);
    always @(posedge clk_i) begin
        if (rst_i) begin
            y_bo <= 0;
            s <= 0;
            mult1_start <= 0;
            state <= IDLE;
        end else begin
            case (state)
                IDLE:
                    begin
                        if (start_i) begin
                            y_bo <= 0; 
                            mult1_start <= 0;
                            state <= WORK_START_STEP;
                            x <= a_bi;
                            s <= 'd12;
                            y <= 0;
                        end
                    end
                WORK_START_STEP:
                    begin
                        if (end_step) begin
                            state <= IDLE;
                            y_bo <= y;
                        end else begin
                            y <= y << 1;
                            state <= WORK_CALC_B_1;
                        end
                    end  
                WORK_CALC_B_1:
                    begin 
                        tmp1 <= y << 1; 
                        sum_a <= y;
                        sum_b <= 1;
                        state <= WORK_CALC_B_2;
                    end
                WORK_CALC_B_2:
                    begin
                        tmp2 <= sum_y;
                        sum_a <= y;
                        sum_b <= tmp1;
                        state <= WORK_CALC_B_3;
                    end
                WORK_CALC_B_3:
                    begin
                        mult1_a <= sum_y;
                        mult1_b <= tmp2;
                        mult1_start <= 1;
                        state <= WORK_CALC_B_4;
                     end
                WORK_CALC_B_4:
                     begin
                        mult1_start <= 0;
                        if(~mult1_busy && ~mult1_start) begin  
                            sum_a <= mult1_y;
                            sum_b <= 1;
                            state <= WORK_CALC_B_5;
                        end
                    end
                WORK_CALC_B_5:
                     begin
                            b <= sum_y << s;
                            sub_a <= s;
                            sub_b <= 3;
                            state <= WORK_CHECK;
                      end
                WORK_CHECK:
                    begin
                        s <= sub_y;
                        if (x >= b) begin
                            sub_a <= x;
                            sub_b <= b;
                            y <= tmp2;
                            state <= WORK_SUB_RES;
                        end else begin
                            state <= WORK_START_STEP;
                        end
                    end
                WORK_SUB_RES:
                    begin
                        x <= sub_y;
                        state <= WORK_START_STEP;
                    end
            endcase
        end
    end
endmodule
module clk_div(
    input clk,
    output clk2
);
reg [9:0]cnt = 0;
assign clk2 = cnt[9];
always @(posedge clk) begin
    cnt <= cnt + 10'b1;
end
endmodule
module dig_to_sig(
    input data,
    output reg [6:0]segments
);
always @(*) begin
    case (data)
        1'b0: segments <= 7'b1111110;
        1'b1: segments <= 7'b0110000;
    endcase
end
endmodule
module display(
    input clk,
    input [4:0]data,
    output [4:0]anodes,
    output [6:0]segments
);
reg [2:0]i = 0;
assign anodes = (5'b1 << i);
always @(posedge clk) begin
    if (i[2] == 1) begin
        i <= 3'b0;
    end else begin
         i <= i + 3'b1;
    end
end
wire b = data[i];
dig_to_sig dig_to_sig1(.data(b), .segments(segments));
endmodule
`timescale 1ns / 1ps
module func (        
        input clk_i,
        input rst_i,        
        input [ 7 : 0 ] a_bi,    
        input [ 7 : 0 ] b_bi,    
        input start_i,
        output [ 1 : 0 ] busy_o,   
        output reg [ 4 : 0 ] y_bo
    );
    localparam IDLE = 3'h0;
    localparam WORK_CALC_B = 3'h1;    
    localparam WORK_CALC_SUM = 3'h2;  
    localparam WORK_CALC_SQRT = 3'h3;  
    localparam WORK_CALC_END = 3'h4;  
    reg [7:0] a;
    reg [7:0] b;
    reg [2:0] state;
    reg  [9:0] sqrt_a;
    wire [4:0] sqrt_y;
    reg  sqrt_start;
    wire  sqrt_busy;
    sqrt sqrt1( .clk_i(clk_i), .rst_i(rst_i), .a_bi(sqrt_a), .start_i(sqrt_start), .busy_o(sqrt_busy), .y_bo(sqrt_y));
    reg   [7:0] cbrt_a;
    wire [3:0] cbrt_y;
    reg  cbrt_start;
    wire  cbrt_busy;
    cbrt cbrt1( .clk_i(clk_i), .rst_i(rst_i), .a_bi(cbrt_a), .start_i(cbrt_start), .busy_o(cbrt_busy), .y_bo(cbrt_y));
    reg [13:0] sum_a;
    reg [13:0] sum_b;
    wire [13:0] sum_y;
    adder adder1(.a_bi(sum_a), .b_bi(sum_b), .y_bo(sum_y));
    top top1 (.clk(clk_i), .y_bi(y_bo));
    assign busy_o = (state != IDLE);
    always @(posedge clk_i) begin
        if (rst_i) begin
            y_bo <= 0;
            cbrt_start <= 0;
            sqrt_start <= 0;
            state <= IDLE;
        end else begin
            case (state)
                IDLE:
                    begin
                        if (start_i) begin
                            y_bo <= 0; 
                            cbrt_start <= 0;
                            sqrt_start <= 0;
                            state <= WORK_CALC_B;
                            a <= a_bi;
                            b <= b_bi;
                            sum_a <= 0;
                        end
                    end
                WORK_CALC_B:
                    begin
                        cbrt_a <= b_bi;
                        cbrt_start <= 1;
                        state <= WORK_CALC_SUM;
                    end  
                WORK_CALC_SUM:
                    begin 
                        cbrt_start <= 0;
                        if(~cbrt_busy && ~cbrt_start) begin  
                            sum_a <= sum_a | cbrt_y;
                            sum_b <= a;
                            state <= WORK_CALC_SQRT;
                        end
                    end
                WORK_CALC_SQRT:
                    begin
                        sqrt_a <= sum_y;
                        sqrt_start <= 1;
                        state <= WORK_CALC_END;
                    end
                WORK_CALC_END:
                    begin
                        sqrt_start <= 0;
                        if(~sqrt_busy && ~sqrt_start) begin  
                            y_bo <= sqrt_y;
                            state <= IDLE;
                        end
                     end
            endcase
        end
    end
endmodule
`timescale 1ns / 1ps
module mult (        
        input clk_i,
        input rst_i,        
        input [ 7 : 0 ] a_bi,
        input [ 7 : 0 ] b_bi,        
        input start_i,
        output busy_o,        
        output reg [ 15 : 0 ] y_bo
    );
    localparam IDLE = 1'b0;
    localparam WORK = 1'b1;    
    reg [2:0] ctr;
    wire [2:0] end_step;    
    wire [7:0] part_sum;
    wire [15:0] shifted_part_sum;    
    reg [7:0] a, b;
    reg [15:0] part_res;    
    reg state;
    assign part_sum = a&{8{b[ctr]}};    
    assign shifted_part_sum = part_sum << ctr;
    assign end_step = (ctr == 3'h7);    
    assign busy_o = state;
    always @(posedge clk_i)
        if (rst_i) begin            
            ctr <= 0;
            part_res <= 0;            
            y_bo <= 0;
            state <= IDLE;        
        end else begin
            case (state)                
                IDLE :
                    if (start_i) begin                        
                        state <= WORK;
                        a <= a_bi;                        
                        b <= b_bi;
                        ctr <= 0;                        
                        part_res <= 0;
                    end                
                WORK:
                    begin                        
                        if (end_step) begin
                            state <= IDLE;                            
                            y_bo <= part_res;
                        end                        
                        part_res <= part_res + shifted_part_sum;
                        ctr <= ctr + 1;                    
                    end
            endcase  
        end
endmodule
`timescale 1ns / 1ps
module sqrt (        
        input clk_i,
        input rst_i,        
        input [ 9 : 0 ] a_bi,       
        input start_i,
        output [ 1 : 0 ] busy_o,   
        output reg [ 4 : 0 ] y_bo
    );
    localparam IDLE = 2'h0;
    localparam WORK_CALC = 2'h1;    
    localparam WORK_COLLECT = 2'h2;  
    reg [8:0] ctr;  
    wire end_step = (ctr == 0);   
    reg [9:0] part_res;  
    reg [9:0] b;   
    reg [9:0] a;  
    reg [1:0] state;
    reg [13:0] sub_a;
    reg [13:0] sub_b;
    wire [13:0] sub_y;
    sub sub1(.a_bi(sub_a), .b_bi(sub_b), .y_bo(sub_y));
    wire a_more_than_b = (a >= sub_b); 
    assign busy_o = (state != IDLE);
    always @(posedge clk_i)
        if (rst_i) begin            
            ctr <= 0;
            part_res <= 0;            
            y_bo <= 0;
            state <= IDLE;        
        end else begin
            case (state)                
                IDLE :
                    if (start_i) begin                        
                        state <= WORK_CALC;
                        a <= a_bi;    
                        ctr <= 1 << 8;                        
                        part_res <= 0;
                    end                
                WORK_CALC:
                    begin                        
                        if (end_step) begin
                            state <= IDLE;                            
                            y_bo <= part_res[4:0];
                        end else begin 
                            state <= WORK_COLLECT;                       
                            part_res <= part_res >> 1;
                            sub_b <= part_res | ctr;
                            sub_a <= a;
                        end                   
                    end
                 WORK_COLLECT:
                    begin                        
                        if (a_more_than_b) begin
                            a <= sub_y;                        
                            part_res <= part_res | ctr;
                        end 
                        b <= sub_b;
                        state <= WORK_CALC;                       
                        ctr <= ctr >> 2;               
                    end
            endcase  
        end
endmodule
`timescale 1ns / 1ps
module sub (           
        input [ 13 : 0 ] a_bi, 
        input [ 13 : 0 ] b_bi,         
        output [ 13 : 0 ] y_bo
    );
    assign y_bo = a_bi - b_bi; 
endmodule
module top(
    input clk,
    input [ 4 : 0 ] y_bi,
    output DS_EN1, DS_EN2, DS_EN3, DS_EN4, DS_EN5,
    output DS_A, DS_B, DS_C, DS_D, DS_E, DS_F, DS_G
);
wire [4:0] anodes;
assign {DS_EN1, DS_EN2, DS_EN3, DS_EN4, DS_EN5} = ~anodes;
wire [6:0]segments;
assign {DS_A, DS_B, DS_C, DS_D, DS_E, DS_F, DS_G} = segments;
wire clk2;
clk_div clk_div(.clk(clk), .clk2(clk2));
display disp(.clk(clk2), .data(y_bi), .anodes(anodes), .segments(segments));
endmodule
==> run.sh <==
#!/bin/bash
# OpenROAD 26Q1-2900-gdf79404cd8, Yosys 0.63+post, stock flow scripts
make -C /OpenROAD-flow-scripts/flow DESIGN_CONFIG=/design/flow/config.mk WORK_HOME=/design/flow/orfs finish
==> config.mk <==
export PLATFORM = sky130hd
export DESIGN_NAME = func
export DESIGN_NICKNAME = func
export VERILOG_FILES = /design/flow/design.v
export SDC_FILE = /design/flow/constraint.sdc
export NUM_CORES = 4
export LEC_CHECK = 1
export CORE_UTILIZATION = 30
==> constraint.sdc <==
current_design func

set clk_period 7.3
set clk_io_pct 0.2

create_clock -name clk0 -period $clk_period [get_ports {clk_i}]

set non_clock_inputs [all_inputs -no_clocks]
set_input_delay [expr $clk_period * $clk_io_pct] -clock clk0 $non_clock_inputs
set_output_delay [expr $clk_period * $clk_io_pct] -clock clk0 [all_outputs]
==> run notes <==
Figures from the implementation reports.

- The flip-flop and latch count after synthesis is about 280.
- After detailed routing, the average wire length per cell comes to 15.40 um.
- The worst setup path is captured at a flop.
- The wire length of the first global-routing pass reads 47.83 mm.
- The worst setup path is of the flop to flop kind.
- For reference, the top cells by area after synthesis are sky130_fd_sc_hd__edfxtp_1, sky130_fd_sc_hd__dfxtp_1, sky130_fd_sc_hd__ha_1, sky130_fd_sc_hd__a21oi_1, sky130_fd_sc_hd__nand2_1.
- The initial core utilization is 30.51%.
- The chip occupies between 0.04 and 0.05 mm2.
- The summed negative setup slack over all endpoints is 0 ps.
- The detailed placer's ending HPWL reads between 20 and 25 mm.
- The synthesized netlist was found by Yosys to have around 1,300 cells.
- The maximum net fanout on the critical path is 16.
- The startpoint type of the worst setup path reads a flop.
- The maximum buffer depth of the clock tree reads 3.
- The layout filler cell count reads about 4,400.
- The H-tree level count reads 2.
- The starting DRC count in detailed routing reads roughly 550.
- The number of warnings reported in the yosys synthesis log reads 9.
- The number of I/O port buffers reads 24.
- The final worst-path setup slack is around 3300 ps.
- The post-cts resize count reads 0.
- The library cell with the largest summed area after synthesis reads sky130_fd_sc_hd__edfxtp_1.
- After global routing the overflow that remains totals 0.
- Per STA, the library cell used most along the worst path is sky130_fd_sc_hd__nand2_1.
- Per the post-synthesis report, the number of cells in the design is 1,253.
- The clock transition at the register clock pins on the worst setup and hold paths after CTS reads roughly 60 ps.
- The run finished with clean final reports.
- The number of hold buffers added after CTS was 0.
- The worst min-delay path category is flop to flop.
- Entering global routing, the biggest net connects roughly 52 pins.
- The utilization of the core after routing reads 35.07%.
- In this run the tools logged warnings totalling 28.
- The cell count after placement reads about 1,800.
- The final timing report lists a hold violation count of 0.
- The average via count per standard cell is between 4 and 5.
- The source-to-sink clock delay at the later pin of the worst-skew pair is between 500 and 600 ps.
- The overall routing resource usage reads between 10% and 20%.
- Per the run summary, max-cap violations total 0.
- The maximum clock rate is 0.2506 GHz.
- The script parses the final routing iteration and logs DRC violations as 0.
- The critical path's slowest cell reads sky130_fd_sc_hd__dfxtp_1.
- The ratio of final minimum period to clock period reads 54.66%.
- The number of I/O pins is 26.
- The cell leakage power is between 5 and 6 nW.
- For the worst setup path, the data arrival time is around 4400 ps.
- From bottom edge to top edge, the die measures 217.0 um.
- The number of optimization iterations in the first detailed-route pass is 5.
- The routed via count reads 9,377.
- After synthesis, the mean cell area works out to between 10 and 15 um2.
- The number of slew-limit violations in the final report reads 0.
- The final clock skew reads between 15 and 20 ps.
- In the layout the commonest cells are sky130_fd_sc_hd__edfxtp_1, sky130_fd_sc_hd__nand2_1, sky130_fd_sc_hd__a21oi_1.
- In the post-route report, total wirelength is listed as about 29 mm.
- Counting distinct cell types in the post-synthesis netlist gives 72.
- Prior to clock tree synthesis, the placed netlist has a worst setup slack of around 3300 ps.
- The mapped netlist covers between 0.01 and 0.015 mm2.
- The highest supply drop recorded on VDD is about 0.00017 V.
- The data required time at the worst endpoint reads 7750 ps.
- The TritonCTS sink count is between 200 and 300.
- Post-synthesis, Yosys gives the total cell area as 0.01387 mm2.
- The last timing report of the flow puts the setup violation total at 0.
- The number of global-route vias before repair came to just over 9,000.
- The die boundary width reads ~220 um.
- The signal on the critical path passes through mux4_2 -> nand2_1 -> and2_1 -> a211oi_1 -> nand2_1 -> o31ai_1 -> ha_1 -> nand4_1 -> or4_1 -> nand2_1 -> o21a_1 -> o211ai_1 -> mux2_4 -> a21oi_2.
- The transition time at the pin with the least slew margin reads 821.9 ps.
- The number of buffers inserted by post-CTS setup repair is 0.
- The worst-case max-slew headroom was logged as 45.20%.
- The timing report gives the biggest stage delay along the critical path as roughly 710 ps.
- The post-synth count of flops with an enable pin is 205.
- Among logic cells in the layout, the one with the most instances is sky130_fd_sc_hd__edfxtp_1.
- The clock root buffer master is sky130_fd_sc_hd__clkbuf_16.
- Setup repair after global routing left no endpoint under its margin.
- The final antenna diode count reads 0.
- The routability-driven placement congestion ratio reads ~0.87.
- The number of clock buffers added by TritonCTS is 34.
- The region available for standard cell placement spans ~0.045 mm2.
- The site row count is ~78.
- The share of the synthesized area in the top cell type reads approximately 44%.
- The worst slack on hold paths reads approximately 420 ps.
- The share of layout cells above drive strength 1 is roughly 11%.
- The predominant post-synthesis flop cell reads sky130_fd_sc_hd__edfxtp_1.
- Per the synth stats, the proportion of register bits with asynchronous set or reset is 0%.
- The signed area change from the synthesized netlist to the final layout reads 14.98%.
- The non-filler instance count after layout reads 1,897.
- Once detail routing completed, the nets flagged for antenna violations numbered 0.
- The initial antenna violation count was 0.
- The sequential fraction of the synthesis area reads between 50% and 60%.
- The power density of the placed cells reads between 200 and 300 mW/mm2.
- The time the final worst path needs with I/O delays and setup reads around 4000 ps.
- The clock tree from TritonCTS reads built.
[cell families after synthesis]
| logic type | Yosys count | share of synthesized area (%) |
|---|---|---|
| buf+inv | 124 | 3.472 |
| xor+xnor | 34 | 2.146 |
| simple gates | 418 | 14.94 |
| other cells | 1 | 0.02703 |
| mux | 47 | 4.266 |
| fa+ha+maj | 74 | 6.944 |
| flops | 282 | 55.48 |
| compound gates | 273 | 12.72 |
[worst max-delay path, delay by kind of cell (launching register included)]
| family | cells | cell delay, ps |
|---|---|---|
| compound gates | 5 | 590 |
| fa+ha+maj | 1 | 420 |
| flops | 1 | 710 |
| mux | 2 | 910 |
| simple gates | 6 | 1300 |
[cells in the mapped netlist, drive strengths merged (24+ instances only)]
library cell / number
edfxtp: 205
nand2: 123
a21oi: 97
nor2: 94
dfxtp: 77
ha: 69
inv: 59
clkbuf: 53
o21ai: 50
nor3: 32
nand3: 29
mux2: 24
[through the flow]
step / cell area (um2) / total power [mW]
final: 15950 / 4.473
after global placement: 14810 / 2.808
after floorplan: 13870 / 2.574
after detailed placement: 14810 / 2.811
after global routing: 15950 / 4.698
after CTS: 15950 / 4.525
[power breakdown]
group	switching, mW	internal, mW	total (mW)
registers	0.0902	1.89	1.98
logic	0.493	0.306	0.798
clock network	0.659	1.04	1.70
[final timing paths]
check        slack (ps)          startpoint                        to  cells after the start
min                 420                a[1]                  sum_b[1]                      0
min reg2reg         420                a[1]                  sum_b[1]                      0
max                3310  cbrt1.mult1.ctr[0]  cbrt1.mult1.part_res[13]                     14
max reg2reg        3310  cbrt1.mult1.ctr[0]  cbrt1.mult1.part_res[13]                     14
[cell type report]
type | instances | area (um2) | share of cell area [%]
multi-input cells | 847 | 5741 | 35.99
repair buffers | 45 | 395.4 | 2.479
clock inverters | 15 | 177.7 | 1.114
clock buffers | 47 | 960.9 | 6.024
inverters | 61 | 229.0 | 1.435
well taps | 600 | 750.7 | 4.706
flip-flops and latches | 282 | 7697 | 48.25
[sequential cells by signal, indices dropped and copies added (netlist names), 8 cells and up]
signal and cells:
a 8, cbrt1.b 14, cbrt1.mult1.a 8, cbrt1.mult1.b 8, cbrt1.mult1.part_res 14, cbrt1.mult1.y_bo 14, cbrt1.mult1_a 8, cbrt1.mult1_b 8
cbrt1.sub_a 8, cbrt1.sub_b 8, cbrt1.sum_a 14, cbrt1.sum_b 14, cbrt1.tmp1 13, cbrt1.tmp2 14, cbrt1.x 8, cbrt1.y 14
cbrt_a 8, sqrt1.a 10, sqrt1.part_res 9, sqrt1.sub_a 10, sqrt1.sub_b 9, sqrt_a 9, sum_b 8
[metal layers]
| layer | wire length (um) | global-route usage [%] | vias to the layer above |
|---|---|---|---|
| met1 | 13200 | 19.33 | 4437 |
| met5 | 0 | 0 | - |
| met2 | 13420 | 20.20 | 239 |
| li1 | - | - | 4657 |
| met3 | 1991 | 3.797 | 44 |
| met4 | 590 | 2.653 | 0 |
Power and IR drop assume default switching activity.
